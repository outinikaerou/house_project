## flow/design.v

```verilog
module UPDOWN10(RESET, CLK, DEC, COUNT);
   input RESET, CLK, DEC;
   output [3:0] COUNT;
   parameter SEC1_MAX = 6000000;
   reg [22:0]   tmp_count;
   reg [3:0]    COUNT_TMP;
   wire         ENABLE;
   always @(posedge CLK or negedge RESET)
     begin
        if (RESET == 1'b0)
          tmp_count <= 23'h000000;
        else if (ENABLE == 1'b1)
          tmp_count <= 23'h000000;
        else
          tmp_count <= tmp_count + 23'h1;
     end
   assign ENABLE = (tmp_count == (SEC1_MAX - 1)) ? 1'b1 : 1'b0;
   always @(posedge CLK or negedge RESET)
     begin
        if (RESET == 1'b0)
          COUNT_TMP <= 4'h0;
        else if (ENABLE == 1'b1)
          if (DEC == 1'b1)
            if(COUNT_TMP == 4'h9)
              COUNT_TMP <= 4'h0;
            else
              COUNT_TMP <= COUNT_TMP + 4'h1;
          else
            if(COUNT_TMP == 4'h0)
              COUNT_TMP <= 4'h9;
            else
              COUNT_TMP <= COUNT_TMP - 4'h1;
     end  
   assign COUNT = ~COUNT_TMP;
endmodule  
```

## flow/run.sh

```bash
#!/bin/bash
# OpenROAD 26Q1-2900-gdf79404cd8, Yosys 0.63+post, stock flow scripts
make -C /OpenROAD-flow-scripts/flow DESIGN_CONFIG=/design/flow/config.mk WORK_HOME=/design/flow/orfs finish
```

## flow/config.mk

```make
export PLATFORM = sky130hd
export DESIGN_NAME = UPDOWN10
export DESIGN_NICKNAME = UPDOWN10
export VERILOG_FILES = /design/flow/design.v
export SDC_FILE = /design/flow/constraint.sdc
export NUM_CORES = 4
export LEC_CHECK = 1
export CORE_AREA = 10 10 107 107
export DIE_AREA = 0 0 117 117
```

## flow/constraint.sdc

```tcl
current_design UPDOWN10

set clk_period 3.3
set clk_io_pct 0.2

create_clock -name clk0 -period $clk_period [get_ports {CLK}]

set non_clock_inputs [all_inputs -no_clocks]
set_input_delay [expr $clk_period * $clk_io_pct] -clock clk0 $non_clock_inputs
set_output_delay [expr $clk_period * $clk_io_pct] -clock clk0 [all_outputs]
```

==> impl_metrics.csv <==
group,metric,value,unit
status,status,"finished clean",
critical_path,worstReg2RegStart,"tmp_count[0]$_DFF_PN0_",
cts,cts_resized,0,
final_layout,syn2layout_area_growth,16.8,%
global_routing,grt_use_total,4.06,%
cts,clkLatencyLatePin,0.27,ns
detailed_routing,wl,2640,um
final_timing,period_used_share,64.6,%
pwr,pwr-share-clk,35.0,%
final_timing,tightest_slew,0.439,ns
critical_path,arrival,1.47,ns
cts,post-cts-setup-buffers,0,
final_timing,holdWs,0.470,ns
cts,path_clk_slew,0.09,ns
pwr,p_seq_share,62.7,%
detailed_routing,detail_route.first_pass.iterations,4,
final_layout,drive_above_1_share,10.6,%
detailed_routing,via_per_inst,3.90,
critical_path,rr_endpoint,"COUNT_TMP[3]$_DFFE_PN0N_",
synthesis,ys_seq_share,46.7,%
die,fp_util,15.7,%
global_routing,grt_first_pass_wirelength,4620,um
die,io_pins,7,
detailed_routing,first_iter_violations,104,
global_routing,grt.overflow.total,0,
critical_path,crit_path_end,"COUNT[0]",
die,chip_area,13700,um^2
die,die_h,117,um
global_routing,grt_pass1_vias,985,
final_timing,setup_violations,0,
final_timing,fmax,0.469,GHz
final_timing,finalSetupTns,0,ns
final_layout,lay_top_count,"dfrtp_1",
cts,htreeDepth,1,
pwr,pwr-share-comb,2.3,%
place,hpwl,1910,um
synthesis,syn_inst,143,
cts,cts_tree,"built",
place,routabilityCongestion,0.837,
detailed_routing,diodes,0,
final_timing,rsz0062_at_grt,"no",
final_layout,lay_top_cells,"27 x dfrtp_1, 14 x nor2_1, 12 x xnor2_1, 11 x nand2_1",
detailed_routing,final_antenna_net_count,0,
cts,cts_buffer_depth,2,
critical_path,r2r_setup_slack,1.35,ns
job,cap_viol_max_count,0,
pwr,p_int,419,uW
critical_path,endpoint_kind,"output pin",
die,rows,35,
critical_path,crit_fanout,8,
pwr,irDropWorstVdd,157,uV
synthesis,ys_cells,143,
critical_path,cpPeakStageDelay,0.51,ns
final_timing,finalClockSkew,0.00492,ns
pwr,leakagePower,0.000661,uW
critical_path,cp-start-kind,"flip-flop",
cts,cts_hold_buf,0,
critical_path,critPathKind,"reg -> out",
cts,cts_buffers,3,
detailed_routing,route.detailed.drc,0,
final_layout,seqCellArea,676,um^2
synthesis,yosys_warnings,1,
pwr,power.switching,108,uW
cts,cts.sinks,27,
final_timing,fin_crit,2.13,ns
final_timing,slew_headroom,70.5,%
synthesis,yosys_area,1450,um^2
final_layout,comb_area,732,um^2
detailed_routing,vias,1023,
synthesis,numSynthFlops,27,
critical_path,required,2.64,ns
detailed_routing,wire_per_inst,10.1,um
synthesis,syn_area,1450,um^2
hold_path,hold_path.class,"reg -> reg",
final_layout,nFillCells,999,
synthesis,syn_area_per_cell,10.1,um^2
pwr,switching_share,20.6,%
critical_path,reg2regPathDepth,5,
die,core,9200,um^2
critical_path,crit_chain,"inv_1 > clkdlybuf4s50_1",
pwr,p_per_area,312,nW/um^2
place,port_buffers,6,
critical_path,cp_slowest_cell,"clkdlybuf4s50_1",
critical_path,critPathLaunch,"COUNT_TMP[0]$_DFFE_PN0N_",
die,die_w,117,um
job,tool_warnings,25,
cts,cts_root_buffer,"clkbuf_8",
final_timing,maxSlewViolCount,0,
global_routing,antenna_found_initial,0,
synthesis,synthDistinctLibCells,36,
final_timing,hold_viol,0,
global_routing,grt_max_degree,28,
## stage by stage
stage	area [um^2]	std cells	power [uW]	setup WS [ns]	utilization, %
6_report	1690	262	527	1.17	18.4
5_1_grt	1690	262	550	1.11	18.4
4_1_cts	1690	262	537	1.15	18.4
3_5_place_dp	1640	258	350	1.29	17.9
3_3_place_gp	1640	258	350	1.32	17.9
2_1_floorplan	1450	143	340	1.49	-
## cells in the mapped netlist
library cell	count	area, um^2
and4_1	2	17.5
or3_1	3	18.8
o32a_1	1	10.0
nor4_1	1	6.26
mux2i_1	1	10.0
and4bb_1	1	12.5
ha_1	1	12.5
a21oi_1	2	10.0
o221ai_2	1	15.0
xor2_1	9	78.8
nand3_2	1	10.0
buf_2	2	10.0
a211o_1	1	8.76
xnor2_1	12	105
nor4_4	2	42.5
clkinv_1	1	3.75
clkbuf_1	2	7.51
nand4_1	10	62.6
nor2_1	14	52.6
o22a_1	1	8.76
nand3_4	1	17.5
inv_1	5	18.8
or4_4	1	11.3
and2_2	1	7.51
and4_2	1	10.0
nor3_1	5	25.0
nand2b_1	1	6.26
a221oi_2	1	15.0
o21ai_0	5	25.0
nand3_1	10	50.1
and3_1	2	12.5
and3_2	1	7.51
a211oi_1	2	15.0
dfrtp_1	27	676
o22ai_1	1	6.26
nand2_1	11	41.3
## layer usage
layer | vias up | part of all wire, % | routed length, um | GRT usage (%)
met5 | - | 0 | 0 | 0
met4 | 0 | 0 | 0 | 0.494
met3 | 0 | 4.8 | 127 | 1.24
met2 | 11 | 43 | 1120 | 6.22
met1 | 481 | 53 | 1390 | 5.70
li1 | 531 | - | - | -
## logic make-up after synthesis
family	count (synthesis)	synth area share [%]
compound gates	15	7.86
simple gates	68	28.4
flops	27	46.7
xor+xnor	21	12.7
fa+ha+maj	1	0.864
buf+inv	10	2.77
mux	1	0.691
## power groups by stage
stage / logic [uW] / registers (uW) / clock network [uW]
6_report: 12.2 / 331 / 184
5_1_grt: 14.3 / 331 / 205
4_1_cts: 13.2 / 331 / 194
## how the worst min path moves through the flow
stage / cells after the start / slack (ns) / start / to
CTS: 1 / 0.47 / tmp_count[4]$_DFF_PN0_ / tmp_count[4]$_DFF_PN0_
global route: 1 / 0.48 / tmp_count[4]$_DFF_PN0_ / tmp_count[4]$_DFF_PN0_
finish: 1 / 0.47 / tmp_count[4]$_DFF_PN0_ / tmp_count[4]$_DFF_PN0_
## cell type report
| cell class | instances | share of cell area, % |
|---|---|---|
| inverters | 6 | 1.33 |
| repair buffers | 8 | 4.44 |
| well taps | 111 | 8.22 |
| multi-input cells | 106 | 43.3 |
| clock inverters | 1 | 0.296 |
| clock buffers | 3 | 2.44 |
| flip-flops and latches | 27 | 40.0 |
## critical path: cells and delay by family (launching register included)
family	cells	cell delay, ns
flip-flops	1	0.47
buffers and inverters	2	0.73
## state kept, by name (all words and copies together) (netlist names)
name / count
tmp_count: 23
COUNT_TMP: 4
Power figures rest on the tool's default switching activity, not on a simulated workload.
