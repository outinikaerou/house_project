==> /design/flow/config.mk <==
export PLATFORM = sky130hd
export DESIGN_NAME = UPDOWN_7SEG
export DESIGN_NICKNAME = UPDOWN_7SEG
export VERILOG_FILES = /design/flow/design.v
export SDC_FILE = /design/flow/constraint.sdc
export NUM_CORES = 4
export LEC_CHECK = 1
export CORE_AREA = 10 10 97 97
export DIE_AREA = 0 0 107 107
==> /design/flow/design.v <==
module UPDOWN_7SEG(RESET, CLK, DEC, LED, SA);
input RESET, CLK, DEC;
output [7:0] LED;
output [3:0] SA;
parameter SEC1_MAX = 6000000;  
assign SA = 4'bzzz0;
reg [22:0] tmp_count;
reg [3:0] COUNT_TMP;
wire ENABLE;
reg [7:0] LED;
always @(posedge CLK or negedge RESET)
  begin
     if (RESET == 1'b0)
       tmp_count <= 23'h000000;
     else if (ENABLE == 1'b1)
       tmp_count <= 23'h000000;
     else
       tmp_count <= tmp_count + 23'h1;
  end
assign ENABLE = (tmp_count == (SEC1_MAX - 1))? 1'b1 : 1'b0;
always @(posedge CLK or negedge RESET)
  begin
     if (RESET == 1'b0)
       COUNT_TMP <= 4'h0;
     else if (ENABLE == 1'b1)
       if (DEC == 1'b1)
	 if (COUNT_TMP == 4'h9)
	   COUNT_TMP <= 4'h0;
	 else
	   COUNT_TMP <= COUNT_TMP + 4'h1;
       else
	 if (COUNT_TMP == 4'h0)
	   COUNT_TMP <= 4'h9;
	 else
	   COUNT_TMP <= COUNT_TMP - 4'h1;
  end
always @(COUNT_TMP)
  begin
     case(COUNT_TMP)    
       4'b0000:LED <= 8'b0000001_1;
       4'b0001:LED <= 8'b1001111_1;
       4'b0010:LED <= 8'b0010010_1;
       4'b0011:LED <= 8'b0000110_1;
       4'b0100:LED <= 8'b1001100_1;
       4'b0101:LED <= 8'b0100100_1;
       4'b0110:LED <= 8'b0100000_1;
       4'b0111:LED <= 8'b0001101_1;
       4'b1000:LED <= 8'b0000000_1;
       4'b1001:LED <= 8'b0000100_1;
       default:LED <= 8'b0110000_1;
     endcase
  end
endmodule
==> /design/flow/run.sh <==
#!/bin/bash
# OpenROAD 26Q1-2900-gdf79404cd8, Yosys 0.63+post, stock flow scripts
make -C /OpenROAD-flow-scripts/flow DESIGN_CONFIG=/design/flow/config.mk WORK_HOME=/design/flow/orfs finish
==> /design/flow/constraint.sdc <==
current_design UPDOWN_7SEG

set clk_period 4.0
set clk_io_pct 0.2

create_clock -name clk0 -period $clk_period [get_ports {CLK}]

set non_clock_inputs [all_inputs -no_clocks]
set_input_delay [expr $clk_period * $clk_io_pct] -clock clk0 $non_clock_inputs
set_output_delay [expr $clk_period * $clk_io_pct] -clock clk0 [all_outputs]
==> ci_impl_report.md <==
## Implementation flow summary

| Metric | Value |
|---|---|
| Drt pass-1 iters | `4` |
| Max-area cell share | `0.411` |
| Max Cap Viol | `0` |
| CP Capture Type | `primary output` |
| IO Pins | `15` |
| Top cells by area | `dfrtp_1 (41%), xnor2_1 (4.8%), ha_1 (4.6%)` |
| Placer congestion estimate | `approximately 0.82` |
| Async SR Flop Fraction | `1.00` |
| Layout cells sized above 1 | `0.0656` |
| Pins over their slew limit | `0` |
| Num CTS Buffers | `3` |
| Hold_buf cts | `0` |
| Cells after synthesis | `between 150 and 200` |
| Dominant flop cell | `dfrtp_1` |
| Post-DP Area | `about 0.0018 mm²` |
| All-Layer GR Usage | `0.0564` |
| Worst-Margin Slew | `around 0.6 ns` |
| Reg-to-reg slack, setup | `1.77 ns` |
| Area leader, netlist | `dfrtp_1` |
| Worst setup path endpoint | `LED[4]` |
| FMAX | `roughly 360 MHz` |
| Fin util | `0.255` |
| Diode count | `0` |
| Area delta synth->final | `13.0%` |
| Worst Hold Class | `flop to flop` |
| Synth Area per Inst | `around 9.4 µm²` |
| Tool warning count | `28` |
| Largest net degree at the start of global routing | `28` |
| Routed wire length | `~3.2 mm` |
| FF-to-FF Start | `tmp_count[0]$_DFF_PN0_` |
| CTS tree | `yes` |
| CTS Sinks | `27` |
| Via-to-Cell Ratio | `between 4 and 5` |
| Period minus WS final | `approximately 2.8 ns` |
| Late-Pin Clk Latency | `~0.27 ns` |
| Startpoint Class | `flop` |
| CTS-repair resized insts | `0` |
| Slew headroom | `0.594` |
| Maximum clock insertion buffer count | `2` |
| GR Overflow Total | `0` |
| Core Rows | `31` |
| Crit path DAT | `about 2.0 ns` |
| EDFF count, synth | `0` |
| Setup CP Type | `flop to primary output` |
| Hold Fails Final Rpt | `0` |
| Netlist Area Pre-Place | `roughly 0.0016 mm²` |
| Core area | `0.00729 mm²` |
| Ys cells | `around 180` |
| Status | `completed` |
| Sequential element share of the synthesized area | `0.411` |
| Total power density per cell area | `246 mW/mm²` |
| Vias in the first global route | `roughly 1200` |
| DRC | `0` |
| 1st-iter DRT viols | `around 70` |
| H-tree level count | `1` |
| Clock skew | `about 0.0032 ns` |
| Post-route cell area | `between 0.0015 and 0.002 mm²` |
| VDD IR max | `roughly 0.00012 V` |
| Chip Width | `~110 µm` |
| RSZ-0062 raised after global routing | `no` |
| Cell with the most instances after synthesis | `dfrtp_1` |
| First-pass GRT wire length | `roughly 5.6 mm` |
| Root Driver | `clkbuf_8` |
| Routed len/inst | `around 11 µm` |
| Fin crit share | `0.702` |
| Final hold slack | `~0.47 ns` |
| Setup Buffers After CTS | `0` |
| Clock transition at path regs | `0.09 ns` |
| Post-synth regs | `27` |
| Final TNS setup | `0 ns` |
| Die Area | `around 0.011 mm²` |
| Antenna violations before repair | `0` |
| Yosys cell types | `~44` |
| Synth cell count leaders | `dfrtp_1 (27), nor2_1 (17), nand2_1 (13)` |
| Leak Pwr | `just under 0.8 nW` |
| Placed instance count | `roughly 280` |
| Dpl hpwl | `2.26 mm` |
| Chip area in the Yosys report | `about 0.0016 mm²` |
| FF-to-FF End | `COUNT_TMP[1]$_DFFE_PN0N_` |
| Post-Layout Cell Count | `about 280` |
| DR vias | `around 1200` |
| Setup Viol. Count Final | `0` |
| Die H | `around 110 µm` |
| CP max FO | `7` |
| Required @ worst endpoint | `between 3 and 4 ns` |
| R2R depth | `5` |
| Antenna viol nets, final | `0` |
| Synthesis Warnings | `2` |
| Critical Path Source | `COUNT_TMP[0]$_DFFE_PN0N_` |
| IO buf count | `9` |
| Fp_density | `0.225` |
## cells in the final DEF, fill, tap and decap left out, drive strengths merged, types with 4 or more instances in the layout
master	instances
dfrtp	27
a21oi	4
nor3	4
clkbuf	4
nand3	11
mux2i	5
clkdlybuf4s50	9
xor2	7
nor2	18
conb	5
o21ai	10
nor4	4
nand2	13
inv	7
nand4	8
xnor2	9
ha	6
## final cells by class
class | count | area, µm²
Multi-Input combinational cell | 135 | 890
Tap cell | 99 | 124
Timing Repair Buffer | 10 | 97.6
Sequential cell | 27 | 676
Clock buffer | 4 | 45.0
Fill cell | 807 | 5430
Inverter | 7 | 26.3
## worst max-delay path, cell delays in order (launching register included)
cell and delay, ns:
dfrtp_1 0.46, inv_1 0.14, ha_1 0.36, nand2b_1 0.15, a21oi_1 0.15, clkdlybuf4s50_1 0.48
## state kept, by name, indices dropped and copies added, names as in the netlist
signal     flops
COUNT_TMP      4
tmp_count     23
## per-layer routing
layer  part of all wire  up-vias  GRT usage  wire, µm
li1                   -      631          -         -
met1               0.51      588     0.0766      1620
met2               0.42       15     0.0869      1330
met3              0.059        2     0.0200       189
met4              0.011        0    0.00774        35
met5                  0        -          0         0
## cells by family after synthesis
family | Yosys count | share of synthesized area
simple gates | 80 | 0.277
fa+ha+maj | 6 | 0.0457
buf+inv | 16 | 0.0548
compound gates | 23 | 0.0913
mux | 5 | 0.0304
flops | 27 | 0.411
xor+xnor | 16 | 0.0852
other cells | 2 | 0.00457
## worst min path at each step
stage	from	slack [ns]	end	depth (start not counted)
CTS	tmp_count[20]$_DFF_PN0_	0.47	tmp_count[20]$_DFF_PN0_	1
global route	tmp_count[20]$_DFF_PN0_	0.48	tmp_count[20]$_DFF_PN0_	1
finish	tmp_count[22]$_DFF_PN0_	0.47	tmp_count[22]$_DFF_PN0_	1
## where the power goes
part	internal (mW)	total (mW)	switching, mW
logic	0.0140	0.0282	0.0142
registers	0.274	0.276	0.00279
clock network	0.0713	0.153	0.0814
## metrics by stage
| step | setup WS (ns) | power, mW |
|---|---|---|
| 6_report | 1.19 | 0.457 |
| 5_1_grt | 1.06 | 0.482 |
| 4_1_cts | 1.17 | 0.467 |
| 3_5_place_dp | 1.50 | 0.311 |
| 3_3_place_gp | 1.51 | 0.311 |
| 2_1_floorplan | 2.13 | 0.296 |
Power is estimated from default activity; no workload was simulated.
