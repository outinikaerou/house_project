==> flow/design.v <==
function [3:0] SEG_SELECT(input [1:0] in);
   case (in)
     2'b00   : SEG_SELECT = 4'b0111;
     2'b01   : SEG_SELECT = 4'b1011;
     2'b10   : SEG_SELECT = 4'b1101;
     2'b11   : SEG_SELECT = 4'b1110;
     default : SEG_SELECT = 4'b1111;
   endcase  
endfunction  
function [7:0] SEG_DECODE(input [3:0] in);
   case (in)
     4'b0000 : SEG_DECODE = 8'b11111100;
     4'b0001 : SEG_DECODE = 8'b01100000;
     4'b0010 : SEG_DECODE = 8'b11011010;
     4'b0011 : SEG_DECODE = 8'b11110010;
     4'b0100 : SEG_DECODE = 8'b01100110;
     4'b0101 : SEG_DECODE = 8'b10110110;
     4'b0110 : SEG_DECODE = 8'b10111110;
     4'b0111 : SEG_DECODE = 8'b11110100;
     4'b1000 : SEG_DECODE = 8'b11111110;
     4'b1001 : SEG_DECODE = 8'b11110110;
     4'b1010 : SEG_DECODE = 8'b11101111;
     4'b1011 : SEG_DECODE = 8'b00111111;
     4'b1100 : SEG_DECODE = 8'b10011101;
     4'b1101 : SEG_DECODE = 8'b01111011;
     4'b1110 : SEG_DECODE = 8'b10011111;
     4'b1111 : SEG_DECODE = 8'b10001111;
     default : SEG_DECODE = 8'b00000000;
   endcase  
endfunction  
function [7:0] SEG_DECODE_8492(input [1:0] in);
   case (in)
     4'b00   : SEG_DECODE_8492 = SEG_DECODE(4'b1000);
     4'b01   : SEG_DECODE_8492 = SEG_DECODE(4'b0100);
     4'b10   : SEG_DECODE_8492 = SEG_DECODE(4'b1001);
     4'b11   : SEG_DECODE_8492 = SEG_DECODE(4'b0010);
     default : SEG_DECODE_8492 = 8'b00000000;
   endcase  
endfunction  
module COM_11408(input CLK, output A, B, C, D, E, F, G, Dp, D1, D2, D3, D4);
   reg [3:0]  slow_clk;
   reg [1:0]  frame_counter;
   reg [11:0] seg_output;
   always @(posedge CLK)
     slow_clk <= slow_clk + 1'b1;
   always @(posedge slow_clk[3])
     begin
        seg_output <= {SEG_SELECT(frame_counter), SEG_DECODE_8492({frame_counter})};
        frame_counter <= frame_counter + 1'b1;
     end
   assign {D1, D2, D3, D4, A, B, C, D, E, F, G, Dp} = ~seg_output;
endmodule  
==> flow/run.sh <==
#!/bin/bash
# OpenROAD 26Q1-2900-gdf79404cd8, Yosys 0.63+post, stock flow scripts
make -C /OpenROAD-flow-scripts/flow DESIGN_CONFIG=/design/flow/config.mk WORK_HOME=/design/flow/orfs finish
==> flow/config.mk <==
export PLATFORM = sky130hd
export DESIGN_NAME = COM_11408
export DESIGN_NICKNAME = COM_11408
export VERILOG_FILES = /design/flow/design.v
export SDC_FILE = /design/flow/constraint.sdc
export NUM_CORES = 4
export LEC_CHECK = 1
export CORE_AREA = 10 10 70 70
export DIE_AREA = 0 0 80 80
==> flow/constraint.sdc <==
current_design COM_11408

set clk_period 1.0
set clk_io_pct 0.2

create_clock -name clk0 -period $clk_period [get_ports {CLK}]

set non_clock_inputs [all_inputs -no_clocks]
set_input_delay [expr $clk_period * $clk_io_pct] -clock clk0 $non_clock_inputs
set_output_delay [expr $clk_period * $clk_io_pct] -clock clk0 [all_outputs]
==> results.py <==
# Physical implementation metrics
metrics = {
    "die": {
        "dieArea_mm2": 0.00640,
        "core_mm2": 0.00342,
        "fp-utilization": 0.123,
        "die-height_um": 80,
        "io_pins": 13,
        "die_x_um": 80,
        "num_rows": 21,
    },
    "setup_path": {
        "worst_ep_arrival_time_ps": 920,
        "startpoint_type": "register",
        "r2r_slack_ps": 200,
        "path_max_fanout": 3,
        "critPathRequiredTime_ps": 1120,
        "crit_type": "reg2reg",
        "cp-end-kind": "register",
    },
    "synth": {
        "ys_seq_share": 0.525,
        "yosysCellCount": 41,
        "numSynthFlops": 11,
        "avgSynthCellArea_um2": 10.2,
        "ys_area_um2": 419,
        "yosysUniqueCellTypes": 8,
        "postSynthCellCount": 41,
        "ys_warn_count": 1,
        "syn_area_um2": 419,
    },
    "final_timing": {
        "setup_tns_ps": 0,
        "fin_skew_ps": 5.27,
        "drv_slew": 0,
        "hold_viol": 0,
        "untimed_endpoints": 16,
        "rsz0062_at_grt": "false",
        "unclocked_pins": 7,
        "finalSetupViolCount": 0,
        "min_period_ps": 800,
        "finalCritPeriodShare": 0.800,
        "setup_ws_ps": 200,
        "whs_ps": 404,
        "max_freq_mhz": 1250,
    },
    "power_and_ir_drop": {
        "power.density_mw_per_mm2": 672,
        "leakage_nw": 0.213,
        "peakVddDrop_mv": 0.697,
        "finalPower_uw": 363,
    },
    "grt": {
        "grt_max_degree": 9,
        "grt.busiest_layer": "met2",
        "use_met1": 0.0170,
        "antenna_found_initial": 0,
        "overflow": 0,
        "grt_pass1_wl_um": 876,
        "groute.usage.overall": 0.0170,
        "use_met2": 0.0241,
        "grt_pass1_vias": 225,
        "grt_use_met3": 0.0193,
    },
    "detailed_routing": {
        "n_antenna_cell": 0,
        "wl_um": 492,
        "ant_nets": 0,
        "wl_per_cell_um": 5.29,
        "vias": 204,
        "drtPass1Iterations": 2,
        "detail_route.iter0.violations": 2,
        "drcViolationCount": 0,
        "avgViaCountPerCell": 2.19,
    },
    "layout": {
        "layout.cells.non_filler": 93,
        "syn2layout_area_growth_pct": 29.0,
        "drive_gt1_frac": 0.0851,
        "final_area_um2": 541,
        "postLayoutCoreUtil": 0.158,
    },
    "clock_network": {
        "cts_buffers": 3,
        "cts_max_level": 1,
        "clock_path_buffers": 2,
        "cts_hold_buf": 0,
        "cts_resized": 0,
        "clockRootBuffer": "clkbuf_4",
        "worstSkewPairLatency_ps": 240,
        "path_clk_slew_ps": 30,
        "cts_tree": "yes",
        "postCtsSetupBuffers": 0,
    },
    "worst_hold_path": {
        "min-delay-path-class": "reg2reg",
    },
    "placed_design": {
        "placedCellCount": 90,
        "port_buffers": 9,
        "place_hpwl_um": 429,
        "place_ws_ps": 200,
        "place_congestion": 0.686,
        "place_area_um2": 518,
    },
    "job": {
        "drv_cap": 0,
        "warnings": 28,
    },
    "run_status": {
        "status": "finished clean",
    },
}
-- worst max-delay path: stages (launching register included) --
cell and delay, ps:
dfxtp_1 320, ha_1 210, xor2_1 160
-- cell type report --
cell class	count	area, µm²
clock buffers	3	22.5
fillers	386	2880
inverters	13	48.8
multi-input cells	11	101
flip-flops and latches	11	220
well taps	46	57.6
repair buffers	9	90.1
-- routing by layer --
layer	routed length (µm)	share of wire
met1	209	0.42
met3	128	0.26
met4	0	0
met2	154	0.31
met5	0	0
-- placed cells by master (no fill, tap or decap) --
cell type	count
clkbuf_4	3
clkdlybuf4s50_1	9
conb_1	3
dfxtp_1	11
ha_1	5
inv_1	13
nand3_2	1
xnor2_1	1
xor2_1	1
-- final timing paths --
| path | end | startpoint | cells after the start |
|---|---|---|---|
| worst max-delay path | slow_clk[2]$_DFF_P_ | slow_clk[0]$_DFF_P_ | 2 |
| worst min-delay path | slow_clk[0]$_DFF_P_ | slow_clk[0]$_DFF_P_ | 1 |
| worst max register to register | slow_clk[2]$_DFF_P_ | slow_clk[0]$_DFF_P_ | 2 |
| worst min register to register | slow_clk[0]$_DFF_P_ | slow_clk[0]$_DFF_P_ | 1 |
-- synthesized netlist by cell type (all sizes together) --
cell	number	area, µm²
inv	13	48.8
dfxtp	11	220
buf	7	52.6
ha	5	62.6
conb	2	7.51
nand3	1	10.0
xnor2	1	8.76
xor2	1	8.76
-- cell families (layout without fill, tap and decap cells) --
family | Yosys count | in the layout | share of synthesized area
xor gates and xnor gates | 2 | 2 | 0.0418
adders and majority gates | 5 | 5 | 0.149
DFF | 11 | 11 | 0.525
other | 2 | 3 | 0.0179
and+or+nand+nor | 1 | 1 | 0.0239
buffers and inverters | 20 | 25 | 0.242
-- flip-flops by register name, indices dropped and copies added, names as in the netlist --
signal         cells
seg_output         5
slow_clk           4
frame_counter      2
-- report_power, final --
group          total [mW]  internal, mW  switching (mW)
Clock               0.202         0.134          0.0676
Sequential          0.160         0.160               0
Combinational    0.000636             0        0.000636
